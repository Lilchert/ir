==> /design/flow/design.v <==
module uart_tx (
    input wire rst,        	   
    input wire clk,        	   
    input wire [7:0] data, 	   
    input wire [31:0] baudrate,    
    input wire valid,      	   
    input wire [1:0] stop_bits,    
    input wire parity_en,	   
    input wire parity_type,	   
    output reg ready,      	   
    output reg tx	   	   
);
localparam [2:0]
    IDLE        = 3'd0,     
    START_BIT   = 3'd1,     
    DATA_BITS   = 3'd2,     
    PARITY_BIT  = 3'd3,	    
    STOP_BIT    = 3'd4;	    
reg [7:0] shift_reg;
reg [2:0] bit_count;
reg [2:0]  state;
reg parity_bit;
wire final_parity;
assign final_parity = parity_type ? ~(^data) : ^data;
reg [31:0] baud_counter;
wire [31:0] baud_limit;
assign baud_limit = (25000000/baudrate) - 1;
reg valid_prev;
always @(posedge clk or posedge rst) begin
    if (rst) begin
        state <= IDLE;
        tx <= 1'b1;
        ready <= 1'b1;
        shift_reg <= 0;
        bit_count <= 0;
	baud_counter <= 0;
    end else begin
	    valid_prev <= valid;
        case (state)
            IDLE: begin
                tx <= 1'b1;
                if (ready && valid && !valid_prev) begin
                    state <= START_BIT;
                    shift_reg <= data;
		    baud_counter <= 0;
                    ready <= 1'b0;
		    parity_bit <= final_parity;
                end
            end
            START_BIT: begin
                tx <= 1'b0;  
                if (baud_counter == baud_limit) begin
                    state <= DATA_BITS;
		    baud_counter <= 0;
		    bit_count <= 0;
	        end else begin
		    baud_counter <= baud_counter +1;
                end
            end
            DATA_BITS: begin
                tx <= shift_reg[0]; 
                if (baud_counter == baud_limit) begin
                    shift_reg <= {1'b0, shift_reg[7:1]};  
		    baud_counter <= 0;
		    bit_count <= bit_count + 1;
                    if (bit_count == 7) begin  
                        state <= parity_en ? PARITY_BIT : STOP_BIT;
                    end
                end else begin
                    baud_counter <= baud_counter + 1;
                end
            end
	    PARITY_BIT: begin
		    tx <= parity_bit;
		    if (baud_counter == baud_limit) begin
			    state <= STOP_BIT;
		    end else begin
		    baud_counter <= baud_counter +1;
	            end
	    end
            STOP_BIT: begin
                tx <= 1'b1; 
		if (stop_bits == 2'd0) begin
			if (baud_counter == (baud_limit*2)) begin
				baud_counter <= 0;
				state <= IDLE;
				ready <= 1'b1;
                        end else begin
				baud_counter <= baud_counter +1;
			end
		end else if (stop_bits == 2'd1) begin
			if (baud_counter == (baud_limit*3)) begin
                                baud_counter <= 0;
                                state <= IDLE;
                                ready <= 1'b1;
                        end else begin
                                baud_counter <= baud_counter +1;
                        end
	        end else if (stop_bits == 2'd2) begin
			if (baud_counter == (baud_limit*5/2)) begin
				baud_counter <= 0;
				state <= IDLE;
				ready <= 1'b1;
                        end else begin
				baud_counter <= baud_counter +1;
			end
		end
	    end
        endcase
    end
end
endmodule
==> /design/flow/run.sh <==
#!/bin/bash
# OpenROAD 26Q1-2900-gdf79404cd8, Yosys 0.63+post, stock flow scripts
make -C /OpenROAD-flow-scripts/flow DESIGN_CONFIG=/design/flow/config.mk WORK_HOME=/design/flow/orfs finish
==> /design/flow/config.mk <==
export PLATFORM = sky130hd
export DESIGN_NAME = uart_tx
export DESIGN_NICKNAME = uart_tx
export VERILOG_FILES = /design/flow/design.v
export SDC_FILE = /design/flow/constraint.sdc
export NUM_CORES = 4
export LEC_CHECK = 1
export CORE_UTILIZATION = 30
==> /design/flow/constraint.sdc <==
current_design uart_tx

set clk_period 9.5
set clk_io_pct 0.2

create_clock -name clk0 -period $clk_period [get_ports {clk}]

set non_clock_inputs [all_inputs -no_clocks]
set_input_delay [expr $clk_period * $clk_io_pct] -clock clk0 $non_clock_inputs
set_output_delay [expr $clk_period * $clk_io_pct] -clock clk0 [all_outputs]
==> GITHUB_STEP_SUMMARY <==
## PnR job results

| Metric | Value |
|---|---|
| Pre-CTS worst setup slack | -58.35 ns |
| OpenROAD warning count | 33 |
| Clock tree sinks | 52 |
| Critical Path AT | about 64 ns |
| Hold Path Class | flop to flop |
| Row count | 134 |
| Layout area overhead | 74.46% |
| Top cells excl fill/tap | 2782 x buf_4, 552 x nor2_1, 513 x nand2_1 |
| Design area | 70900 µm² |
| Most area-hungry cell type in the Yosys netlist | ha_1 |
| Share of layout cells above drive strength 1 | 45.66% |
| Slew @ Worst Pin | 0.9465 ns |
| Root Driver | clkbuf_16 |
| GRT Resource Usage Total | between 20% and 30% |
| Yosys warns | 1 |
| WL per Instance | 20.12 µm |
| Chip Area, Yosys | 40640 µm² |
| Placed cell area | 64410 µm² |
| Via count | 55920 |
| Chip Width | 370.0 µm |
| CTS tree | built |
| Logic area | 43370 µm² |
| Vias per inst | 5.359 |
| WL final | roughly 210 mm |
| Final hold vios | 0 |
| Worst Setup End Kind | flop |
| Initial antenna violation count | 4 |
| Ys async rst share | around 96% |
| Clock latency (worst-skew pair) | around 0.31 ns |
| CP top delay family | AND-OR/OR-AND gates |
| Syn avg cell area | 6.849 µm² |
| Yosys Instances | 5933 |
| First-pass GRT wire length | between 300 and 400 mm |
| Max Fclk | 0.01564 GHz |
| Reg clk slew, reported paths | 0.07 ns |
| Core Box Area | between 100000 and 150000 µm² |
| Ports | 49 |
| Overflow after GRT | 0 |
| Cell Type Count | 123 |
| FP Util | 30.34% |
| Total iterations of the first detailed-routing run | 20 |
| Layout Cells excl Fill | 10440 |
| Unrepaired setup endpoints after global routing | true |
| FF/Latch Area | 1315 µm² |
| Antenna viol nets, final | 0 |
| H-tree depth | 2 |
| CTS Buffer Depth | 2 |
| Worst path slowest cell | or4b_4 |
| Leak | 0.03371 µW |
| Outcome | finished with violations |
| Type of origin of the critical path | input port |
| Min cycle time layout | roughly 64 ns |
| DRC errors left | 0 |
| HPWL after DPL | between 150 and 200 mm |
| Cells after DPL | 10180 |
| GPL Wtd Cong | 1.053 |
| Top cell excl fill/tap | buf_4 |
| Max-area cell share | 18.20% |
| TritonCTS buffer count | 5 |
| Initial DRC count | 3866 |
| Worst vdd ir | 0.0001018 V |
| Pwr dens | 35.95 nW/µm² |
| Maximum number of pins on one net before global-route repair | 51 |
| Seq/Total Area, Yosys | roughly 3.2% |
| Die ar. | approximately 140000 µm² |
| Setup-failing EPs final | 49 |
| Max FO, Critical Path | 11 |
| Post-Syn Area | 40640 µm² |
| Maxcap violations | 0 |
| # port buffers | 48 |
| Final period util | 673.2% |
| Failing checks | setup timing |
| Max incr delay on CP | between 0.5 and 0.6 ns |
| CP required | 9.67 ns |
| Rel. slew slack | a little over a third |
| Fin worst setup slack | -54.46 ns |
| Max FFs per register | 32 |
| Fill cells | between 10000 and 15000 |
| Mapped Cells | 5933 |
| Post-CTS Hold Buffers | 0 |
| Flip-flops with a built-in enable | 2 |
| Crit path kind | input port to flop |
| Worst Skew | around 0.0063 ns |
| Yosys reg bits | roughly 52 |
| Final Slew Violations | 0 |
| Leading register cell type out of synthesis | dfrtp_1 |
| Vias in the first global route | 51710 |
| Chip height | 370.0 µm |
| Top area cell types | ha_1 18%, xnor2_1 7.0%, nor2_1 5.7%, a21oi_1 5.4%, nand2_1 5.2% |
| CP bufs+invs | 47 |
## metrics by stage
step	power, µW	hold slack [ns]	setup TNS [ns]	util (%)
2_1_floorplan	1253	0.4446	-2626.49	-
3_3_place_gp	2163	0.4640	-2823.93	48.08
3_5_place_dp	2166	0.4720	-2829.50	48.08
6_report	2549	0.4823	-2638.40	52.92
5_1_grt	2727	0.5057	-2765.34	52.92
4_1_cts	2379	0.4822	-2716.40	48.70
## cells in the mapped netlist, drive strengths merged (26+ instances only)
library cell  instances
nand2b               68
nand2               569
dfrtp                47
xnor2               324
nor2                621
nand4                80
buf                  46
a31oi                95
o21bai               66
nor3                177
o31ai                78
ha                  591
o211ai               71
xor2                187
a21oi               443
o2111ai              30
nand3               178
a21o                193
and2                 75
inv                 270
a31o                 29
nor2b                61
nor4                 46
o21ai               431
o21a                173
and3                 74
a21boi               42
or2                  45
or3                  47
a211oi               71
mux2i                43
clkbuf              160
mux2                 96
a311oi               26
## cell type report
type                       instances  area share (%)
antenna                            2        0.007059
clock buffer                       5          0.1765
clock inverter                     3         0.03177
inverter                         272           1.454
multi-input combinational       5404           61.18
sequential                        52           1.855
tap                             1768           3.120
timing repair buffer            2930           32.18
## path summary, 6_finish.rpt
kind,startpoint,to,slack [ns],cells past startpoint
worst max-delay path,baudrate[16],baud_counter[4],-54.46,329
worst min-delay path,bit_count[0],bit_count[0],0.48,1
worst max register to register,baud_counter[17],state[1],4.67,17
worst min register to register,bit_count[0],bit_count[0],0.48,1
max in group asynchronous,rst,baud_counter[1],6.87,3
min in group asynchronous,rst,shift_reg[6],2.16,3
## where the power goes
part           internal (µW)  switching [µW]  total, µW
Sequential               239            63.6        303
Clock                   98.9            91.5        190
Combinational           1040            1020       2060
## metal layers
metal | up-vias | track usage (%) | wire (µm)
li1 | 27660 | - | -
met1 | 26080 | 42.23 | 96160
met2 | 1809 | 45.82 | 90020
met3 | 367 | 4.545 | 15550
met4 | 6 | 9.067 | 8197
met5 | - | 0 | 36
## logic make-up (layout without fill, tap and decap cells)
| logic type | Yosys count | in the layout | synth area share [%] |
|---|---|---|---|
| simple gates | 2140 | 2140 | 25.44 |
| compound gates | 2012 | 2013 | 33.35 |
| fa+ha+maj | 593 | 593 | 18.29 |
| xor+xnor | 518 | 518 | 11.40 |
| buf+inv | 478 | 3210 | 4.548 |
| mux | 139 | 139 | 3.719 |
| flops | 52 | 52 | 3.236 |
| other cells | 1 | 3 | 0.009228 |
## timing repair
action                     CTS  global route
gates resized              108           861
pin swaps                   41           481
setup endpoints to repair   49            49
buffers inserted            23           222
gates cloned                 1             9
## worst reg2reg max path: stages, from the launching register on
cell and delay [ns]:
dfrtp_1 0.81, xor2_2 0.25, nor2_1 0.09, or4_4 0.54
nor4_4 0.26, nand4_1 0.14, nor4_2 0.30, o211ai_1 0.14
or4_1 0.55, nor2_2 0.21, nand4b_1 0.20, nor4_2 0.33
nand3_1 0.14, nor4_2 0.21, buf_4 0.14, nand2_1 0.06
a221oi_2 0.26, o21ai_1 0.08
Power figures rest on the tool's default switching activity, not on a simulated workload.
