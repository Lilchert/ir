**design/flow/config.mk**
```make
export PLATFORM = sky130hd
export DESIGN_NAME = top
export DESIGN_NICKNAME = top
export VERILOG_FILES = /design/flow/design.v
export SDC_FILE = /design/flow/constraint.sdc
export NUM_CORES = 4
export LEC_CHECK = 1
export CORE_UTILIZATION = 40
```
**design/flow/constraint.sdc**
```tcl
current_design top

set clk_period 3.7
set clk_io_pct 0.2

create_clock -name clk0 -period $clk_period [get_ports {clk25}]

set non_clock_inputs [all_inputs -no_clocks]
set_input_delay [expr $clk_period * $clk_io_pct] -clock clk0 $non_clock_inputs
set_output_delay [expr $clk_period * $clk_io_pct] -clock clk0 [all_outputs]
```
**design/flow/design.v**
```verilog
module debouncer (
    input wire clk,
    input wire rst,
    input wire button_in,
    output reg button_pressed,
    output reg button_state,
    output reg button_released
);
    reg button_sync_0;   
    reg button_sync_1;   
    always @(posedge clk or posedge rst) begin
        if (rst) begin
            button_sync_0 <= 1'b0;
            button_sync_1 <= 1'b0;
        end else begin
            button_sync_0 <= button_in;
            button_sync_1 <= button_sync_0;
        end
    end
    reg [17:0] counter;   
    wire button_idle;
    assign button_idle = (button_state == button_sync_1);   
    wire button_cnt_max;
    assign button_cnt_max = &counter;   
    always @(posedge clk or posedge rst) begin
        if (rst) begin
            counter <= 18'd0;
            button_state <= 1'b0;
            button_pressed <= 1'b0;
            button_released <= 1'b0;
        end else begin
            button_pressed <= 1'b0;
            button_released <= 1'b0;
            if (button_idle) begin
                counter <= 18'd0;
            end else begin
                counter <= counter + 18'd1;
                if (button_cnt_max) begin
                    button_state <= ~button_state;
                    if (~button_state) button_pressed <= 1'b1;
                    else button_released <= 1'b1;
                end
            end
        end
    end
endmodule
module ir_encoder (
    input wire rst,         
    input wire clk,         
    input wire [31:0] cmd,  
    input wire valid,       
    output reg ready,       
    output reg ir_output    
);
localparam [2:0]
    IDLE        = 3'd0,     
    START_MOD   = 3'd1,     
    START_SPACE = 3'd2,     
    ACTIVE      = 3'd3,     
    PAUSE       = 3'd4,     
    GAP		= 3'd5;     
localparam
    CARRIER_DIV = 347,  
    DATA_DIV    = 13888,  
    START_TICKS = 112500,  
    STOP_TICKS  = 5000000;  
reg [15:0] carrier_cnt;
reg carrier_36k;
always @(posedge clk or posedge rst) begin
    if(rst) begin
        carrier_cnt <= 0;
        carrier_36k <= 0;
    end else begin
        if(carrier_cnt >= CARRIER_DIV-1) begin
            carrier_cnt <= 0;
            carrier_36k <= ~carrier_36k;
        end else begin
            carrier_cnt <= carrier_cnt + 1;
        end
    end
end
reg [31:0] shift_reg;
reg [5:0]  bit_cnt;
reg [23:0] main_cnt;
reg [27:0] gap_cnt;
reg [2:0]  state;
always @(posedge clk or posedge rst) begin
    if(rst) begin
        ready     <= 1'b1;
        ir_output <= 1'b0;
        shift_reg <= 0;
        bit_cnt   <= 0;
        main_cnt  <= 0;
	gap_cnt   <= 0;
        state     <= IDLE;
    end else begin
        case(state)
            IDLE: begin
                ir_output <= 1'b0;
                if(valid && ready) begin
                    shift_reg <= cmd;
                    ready     <= 1'b0;
                    main_cnt  <= 0;
                    state     <= START_MOD;
                end
            end
            START_MOD: begin
                ir_output <= carrier_36k;
                if(main_cnt == START_TICKS) begin
                    main_cnt <= 0;
                    state    <= START_SPACE;
                end else begin
                    main_cnt <= main_cnt + 1;
                end
            end
            START_SPACE: begin
                ir_output <= 1'b0;
                if(main_cnt == START_TICKS) begin
                    main_cnt   <= 0;
                    bit_cnt    <= 0;
                    state      <= ACTIVE;
                end else begin
                    main_cnt <= main_cnt + 1;
                end
            end
            ACTIVE: begin
                ir_output <= carrier_36k;
                if(main_cnt == DATA_DIV-1) begin
                    main_cnt <= 0;
                    state    <= PAUSE;
                end else begin
                    main_cnt <= main_cnt + 1;
                end
            end
            PAUSE: begin
                ir_output <= 1'b0;
                if(main_cnt == (shift_reg[0] ? (DATA_DIV*3)-1 : DATA_DIV-1)) begin 
                    main_cnt <= 0;
                    shift_reg <= {1'b0, shift_reg[31:1]};  
                    bit_cnt   <= bit_cnt + 1;
                    if(bit_cnt == 32) begin
                        state <= GAP; 
			gap_cnt <= 1'b0;
                    end else begin
                        state <= ACTIVE;
                    end
                end else begin
                    main_cnt <= main_cnt + 1;
                end
            end
	    GAP: begin
                ir_output <= 1'b0;
                if(gap_cnt == STOP_TICKS-1) begin
                    ready <= 1'b1;
                    state <= IDLE;
                end else begin
                    gap_cnt <= gap_cnt + 1;
                end
            end
        endcase
    end
end
endmodule                                  
module top (
        input wire clk25,
        input wire  [3:0] key,
        output wire [0:0] led,
        output wire [0:0] gpio
);
reg [31:0] cmd_reg;
reg rst = 1'b1;
  always @(posedge clk25)
    if (rst == 1'b1) rst <= 1'b0;
wire ready;
wire ir_out;
wire valid;
reg valid_reg;
wire [3:0] button_pressed;
assign led[0] = ready;
assign gpio[0] = ir_out;
assign valid = valid_reg;
always @(posedge clk25) begin
        if (button_pressed[0]) begin
                cmd_reg      <= 32'b10011101011000100000011100000111;  
        end
        else if (button_pressed[1]) begin
                cmd_reg      <= 32'b10011111011000000000011100000111;  
        end
        else if (button_pressed[2]) begin
                cmd_reg      <= 32'b10011110011000010000011100000111;  
        end
        else if (button_pressed[3]) begin
                cmd_reg      <= 32'b10011010011001010000011100000111;  
        end
        valid_reg <= |button_pressed;
end
genvar i;
generate
        for (i=0; i<4; i=i+1) begin: debouncers
                debouncer debounce_inst (
                   .clk(clk25),
                   .rst(rst),
                   .button_in(key[i]),
                   .button_pressed(button_pressed[i]),
                   .button_state(),
                   .button_released()
                );
        end
endgenerate
ir_encoder encoder (
        .clk(clk25),
        .rst(rst),
        .cmd(cmd_reg),
        .valid(valid),
        .ready(ready),
        .ir_output(ir_out)
);
endmodule
```
**design/flow/run.sh**
```bash
#!/bin/bash
# OpenROAD 26Q1-2900-gdf79404cd8, Yosys 0.63+post, stock flow scripts
make -C /OpenROAD-flow-scripts/flow DESIGN_CONFIG=/design/flow/config.mk WORK_HOME=/design/flow/orfs finish
```
==> flow_metrics.rpt <==
==== FLOW RESULTS ====
----------------------------------------------------
[Run status]
  Run status ........................ finished, final reports clean

[Clock tree]
  Clock-pin slew reported for the worst setup and hold paths after clock tree synthesis ........................ ~0.060 ns
  Post-CTS resize count ........................ 0
  Clock latency on the worst-skew pair ........................ 0.50 ns
  Number of buffers inserted for hold repair after clock tree synthesis ........................ 0
  TritonCTS clock tree ........................ built
  CTS H-tree depth ........................ 1
  Max clock buf depth ........................ 3
  Buffer count from post-CTS setup fixing ........................ 0
  CTS Buf Count ........................ 23
  Sink Count ........................ around 210
  CTS Root Cell ........................ clkbuf_16

[Cells and area]
  Final core utilization ........................ 46.2%
  Fillers ........................ 2201
  Flip-flop count of the largest register, all copies and words added ........................ roughly 72
  Logic cell area ........................ 4260 um^2
  Layout cells sized above 1 ........................ approximately 6.8%
  Sequential standard cell area ........................ between 5000 and 6000 um^2
  Area grow syn2layout ........................ 12.8%

[Final timing]
  Final setup slack of the worst path ........................ around 0.85 ns
  Relative slew slack ........................ 48.2%
  Share of the clock period used by the worst path ........................ approximately 77%
  Number of max-slew violations in the final report ........................ 0
  Setup violators final ........................ 0
  Transition time at the pin with the least slew margin ........................ ~0.77 ns
  Final critical-path required period ........................ roughly 2.9 ns
  Final number of hold-violating endpoints ........................ 0
  Maximum clock skew at final layout ........................ ~0.0070 ns
  Setup TNS ........................ 0 ns
  Setup repair after global routing missed its margin ........................ no
  Highest clock rate ........................ approximately 350 MHz

[Die]
  Boundary Pins ........................ 7
  Floorplan die height ........................ 158 um
  Std cell rows ........................ roughly 56
  Core Footprint ........................ ~24000 um^2
  Die footprint ........................ 24800 um^2
  Die width ........................ about 160 um
  Floorplan Utilization ........................ between 40 and 50%

[Synthesis]
  Post-synthesis compound-gate area fraction ........................ 6.88%
  Post-synth regs ........................ between 200 and 250
  Area fraction in and, or, nand and nor cells after synthesis ........................ 24.1%
  Synth Area in Adders ........................ around 1.4%
  Main combinational cell family by area after synthesis ........................ simple AND/OR/NAND/NOR gates
  Top-area cell share ........................ 52.0%
  Most common reg cell ........................ dfrtp_1
  XOR Share, Synth ........................ about a tenth
  Share of synthesized area occupied by flip-flops and latches ........................ 54.2%
  Post-synth EDFFs ........................ 0
  Leading cell types by total area after synthesis ........................ dfrtp_1 52%, xor2_1 7.2%, nor2_1 5.7%
  Yosys-reported design area after synthesis ........................ about 9700 um^2
  Largest area contributor in the synthesized netlist ........................ dfrtp_1
  Unique masters post-synth ........................ 60
  Count of synthesis-stage warnings from yosys ........................ 3
  Cells after synthesis ........................ 991
  Cell Area, Synth ........................ approximately 9700 um^2
  Post-synthesis average cell area ........................ 9.76 um^2
  Multiplexer fraction of the synthesized cell area ........................ around 1.7%
  Share of flip-flops with an asynchronous set or reset after synthesis ........................ 96.2%
  Yosys stat cell total ........................ 991

[Routing]
  Antenna cells ........................ 0
  Via count normalized by instance count ........................ around 5
  Detailed-route wire length ........................ 16900 um
  Final routed DRC violation total ........................ 0
  Remaining antenna violation count ........................ 0
  Count of TritonRoute iterations in the first routing pass ........................ 5
  Violation count after the first detailed-route iteration ........................ around 370
  Wirelength per Cell ........................ 12.5 um
  Vias ........................ roughly 6.8k

[Worst setup path]
  Startpoint class of the critical path ........................ flip-flop
  Highest net fanout along the worst path ........................ 15
  Startpoint of the most critical setup path ........................ encoder.main_cnt[20]
  Length in cells of the worst reg-to-reg path ........................ 6
  Startpoint of the worst-slack reg-to-reg timing path ........................ encoder.main_cnt[20]
  Type of the setup path with the least slack ........................ flip-flop to flip-flop
  Setup crit end kind ........................ flip-flop
  Data required time of the worst path ........................ roughly 4 ns
  Worst Path Arrival ........................ between 3 and 4 ns
  Worst setup slack for register-to-register paths ........................ 0.85 ns

[Pwr]
  Leak Pwr ........................ roughly 4.8 nW
  Overall Power ........................ approximately 4.6 mW
  Power Dens Cells ........................ about 430 nW/um^2
  IR Drop Worst-Case VDD ........................ roughly 0.4 mV

[Placement]
  HPWL Detailed ........................ 10800 um
  Count of buffers inserted at the top-level ports ........................ 6
  Placement-stage worst setup slack ........................ 0.899 ns
  Final RePlAce weighted congestion ........................ approximately 0.84

[Hold path]
  Hold Path Class ........................ flip-flop to async pin

[GRT]
  Wire length of the first global-routing pass ........................ between 30000 and 40000 um
  Total congestion overflow after global routing ........................ 0
  Grt met2 use ........................ a little under a quarter
  Met1 usage in global routing ........................ between 20% and 30%
  GR peak layer ........................ met1
  GR Util met3 ........................ roughly 2.6%
  Initial antenna violation count ........................ 0
  GRT Overall Usage ........................ between 10% and 20%
  Number of global-route vias before repair ........................ 6485
  Largest net degree at the start of global routing ........................ 111

[Job]
  Count of warning messages emitted by the tools ........................ 30
  Number of max-cap violations ........................ 0

----------------------------------------------------
-- cells in the final DEF (no fill, tap or decap), types with 3 or more instances in the layout --
master / Yosys / routed
dfrtp_1: 201 / 201
nor2_1: 146 / 146
nand2_1: 113 / 113
nand3_1: 84 / 84
xor2_1: 80 / 80
o21ai_0: 45 / 45
and3_1: 32 / 32
inv_1: 27 / 26
xnor2_1: 25 / 25
clkbuf_16: 0 / 23
nand4_1: 22 / 22
nor3_1: 19 / 19
a21oi_1: 19 / 18
a31oi_1: 14 / 14
or3_1: 13 / 13
mux2i_1: 12 / 12
buf_4: 0 / 12
ha_1: 11 / 11
nor4_1: 10 / 10
dfxtp_1: 8 / 8
conb_1: 1 / 8
and2_1: 7 / 7
nor4b_1: 6 / 6
and4_1: 6 / 6
clkbuf_8: 0 / 6
clkinv_2: 0 / 6
clkdlybuf4s50_1: 0 / 6
nor2b_1: 5 / 5
clkbuf_1: 25 / 5
or2_2: 4 / 4
mux2_2: 4 / 4
or4_1: 3 / 3
a21bo_2: 3 / 3
nand3b_1: 3 / 3
nand2b_1: 3 / 3
o211ai_1: 3 / 3
-- Yosys cell counts, types with 7 or more instances --
master and number:
a31oi_1 14, nand2_1 113, nor3_1 19, dfxtp_1 8
clkbuf_1 25, nor2_1 146, mux2i_1 12, and3_1 32
or3_1 13, dfrtp_1 201, nor4_1 10, a21oi_1 19
nand3_1 84, xor2_1 80, o21ai_0 45, nand4_1 22
ha_1 11, xnor2_1 25, inv_1 27, and2_1 7
-- logic make-up after synthesis --
kind of cell / after synthesis
AND/OR/NAND/NOR: 485
multiplexers: 16
other: 1
buffers and inverters: 54
AND-OR/OR-AND: 108
XOR/XNOR: 105
flip-flops: 211
adder cells (fa/ha/maj): 11
-- area by class of cell --
type	instances	area share [%]
flip-flops and latches	211	48.0
multi-input cells	733	39.0
clock buffers	34	6.20
well taps	319	3.66
repair buffers	19	1.56
inverters	27	0.963
clock inverters	7	0.550
-- per-layer routing --
layer	vias to the layer above	share of wire, %
li1	3453	-
met1	3200	51
met2	88	43
met3	29	3.5
met4	0	1.9
met5	-	0
-- per-stage QoR --
step                hold WS (ns)  area, um^2  cells
detailed placement         0.321       10200   1309
global placement           0.317       10200   1309
global route               0.356       10900   1350
floorplan                  0.331        9700    998
CTS                        0.328       10900   1350
finish                     0.291       10900   1350
-- report_power, final --
| group | total [mW] | switching, mW | internal, mW |
|---|---|---|---|
| Sequential | 2.35 | 0.0184 | 2.33 |
| Clock | 2.20 | 0.873 | 1.33 |
| Combinational | 0.0893 | 0.0647 | 0.0246 |
| Total | 4.64 | 0.956 | 3.68 |
-- worst max-delay path, cell delays in order (launching register included) --
cell,delay (ns)
dfrtp_1,0.41
nor4_1,0.62
nand3_1,0.23
o31ai_2,0.57
nand3_1,0.23
nor2_2,0.53
nor2_1,0.12
-- worst paths after layout --
kind                                                              to
max reg2reg                                     encoder.main_cnt[22]
min reg2reg                  debouncers[3].debounce_inst.counter[13]
max in group asynchronous                         encoder.bit_cnt[2]
min                          debouncers[3].debounce_inst.counter[13]
max                                             encoder.main_cnt[22]
min in group clk0          debouncers[2].debounce_inst.button_sync_1
No activity file was given, so power comes from the tool's default toggle rates.
