<file path="flow/run.sh">
#!/bin/bash
# OpenROAD 26Q1-2900-gdf79404cd8, Yosys 0.63+post, stock flow scripts
make -C /OpenROAD-flow-scripts/flow DESIGN_CONFIG=/design/flow/config.mk WORK_HOME=/design/flow/orfs finish
</file>
<file path="flow/config.mk">
export PLATFORM = sky130hd
export DESIGN_NAME = uart_rx
export DESIGN_NICKNAME = uart_rx
export VERILOG_FILES = /design/flow/design.v
export SDC_FILE = /design/flow/constraint.sdc
export NUM_CORES = 4
export LEC_CHECK = 1
export CORE_UTILIZATION = 40
</file>
<file path="flow/constraint.sdc">
current_design uart_rx

set clk_period 9.9
set clk_io_pct 0.2

create_clock -name clk0 -period $clk_period [get_ports {clk}]

set non_clock_inputs [all_inputs -no_clocks]
set_input_delay [expr $clk_period * $clk_io_pct] -clock clk0 $non_clock_inputs
set_output_delay [expr $clk_period * $clk_io_pct] -clock clk0 [all_outputs]
</file>
<file path="flow/design.v">
module uart_rx (
    input wire rst,        	   
    input wire clk,        	   
    input wire rx,	   	   
    input wire [31:0] baudrate,    
    input wire valid,      	   
    input wire [1:0] stop_bits,    
    input wire parity_en,	   
    input wire parity_type,	   
    output wire parity_valid,	   
    output reg ready,      	   
    output reg [7:0] rx_data
);
reg [31:0] baud_counter;
reg [3:0] bit_counter;
reg [2:0] state;
reg parity_bit;
reg parity_calc;
reg rx_prev;
localparam [2:0]
    IDLE        = 3'd0,     
    START_BIT   = 3'd1,     
    DATA_BITS   = 3'd2,       
    PARITY_BIT  = 3'd3,	    
    STOP_BIT    = 3'd4;	    
wire [31:0] baud_limit;
wire [31:0] half_baud_limit;
assign baud_limit = (25000000/baudrate) - 1;
assign half_baud_limit = baud_limit / 2;
always @(posedge clk or posedge rst) begin
    if (rst) begin
        state        <= IDLE;
        bit_counter  <= 0;
	baud_counter <= 0;
	rx_data      <= 0;
	ready        <= 1'b1;
	parity_bit   <= 1'b0;
	parity_calc  <= 1'b0;
	rx_prev      <= 1'b1;
    end else begin
	    rx_prev  <= rx;
	    case (state)
		    IDLE: begin
			    ready   <= 1'b1;
			    rx_data <= 0;
			    if (valid && rx_prev && !rx) begin   
				    state <= START_BIT;
				    baud_counter <= 0;
				    parity_calc  <= 1'b0;
				    ready        <= 1'b0;
			    end
		    end
		    START_BIT: begin
			    if (baud_counter == half_baud_limit) begin
				    if (valid && !rx) begin
					    state <= DATA_BITS;
					    baud_counter <= 0;
					    bit_counter  <= 0;
				    end else begin
					    state <= IDLE;
				    end
			    end else begin
				    baud_counter <= baud_counter +1;
			    end
		    end
		    DATA_BITS: begin
			    if (baud_counter == baud_limit) begin
				    baud_counter <= 0;
				    if (valid) begin
					    rx_data[bit_counter] <= rx;
					    parity_calc <= parity_calc ^ rx;
				    end
				    if (bit_counter == 7) begin
					    if (parity_en) begin
						    state <= PARITY_BIT;
					    end else begin
						    state <= STOP_BIT;
					    end
				    end else begin
					    bit_counter <= bit_counter + 1;
				    end
			    end else begin
				    baud_counter <= baud_counter + 1;
			    end
		    end
		    PARITY_BIT: begin
			    if (baud_counter == baud_limit) begin
				    baud_counter <= 0;
				    if (valid) parity_bit <= rx;
				    state <= STOP_BIT;
		            end else begin
				    baud_counter <= baud_counter + 1;
			    end
		    end
		    STOP_BIT: begin
			    if (stop_bits == 2'd0) begin
				    if (baud_counter == baud_limit) begin
					    baud_counter <= 0;
					    state <= IDLE;
					    ready <= 1'b1;
				    end else begin
					    baud_counter <= baud_counter +1;
				    end
			    end else if (stop_bits == 2'd1) begin
				    if (baud_counter == (baud_limit*2)) begin
					    baud_counter <= 0;
					    state <= IDLE;
					    ready <= 1'b1;
				    end else begin
					    baud_counter <= baud_counter +1;
				    end
			    end else if (stop_bits == 2'd2) begin
				    if (baud_counter == (baud_limit + half_baud_limit)) begin
					    baud_counter <= 0;
					    state <= IDLE;
					    ready <= 1'b1;
				    end else begin
					    baud_counter <= baud_counter +1;
				    end
			    end
		    end
	    endcase
    end
end
assign parity_valid = parity_en ? ((parity_type == 0) ? (parity_calc == parity_bit) : (parity_calc != parity_bit)) : 1'b1;
endmodule
</file>
==> run summary <==
This note records the results obtained with Yosys and OpenROAD.

Run status
The flow ran to the end, but the final reports show violations. The checks that failed: negative setup slack.

GRT
The number of global-route vias before repair came to approximately 52,000. The total global routing overflow is 0. The overall fraction of global-route tracks in use is 40.5%. The pin count of the biggest net entering global routing is approximately 54. The initial antenna violation count is 6. The first-pass GRT wire length is approximately 300,000 um.

CTS
The clock-pin slew of the registers on the worst-case setup and hold paths is around 0.08 ns. The maximum level of the CTS H-tree is 2. The cell at the root of the clock tree is clkbuf_16. The post-cts hold buffer count is 0. The insertion delay at the late pin of the worst-skew pair is roughly 0.30 ns. The clock sink count is 53. The maximum buffer depth of the clock tree is 2. The TritonCTS buffer count is 5. TritonCTS built the clock tree.

Routing
The number of detailed-route iterations in the first pass is 6. For this run, design rule violations remaining after detail routing come to 0. Per the post-route antenna check, the number of violating nets is 0. After detailed routing, the number of vias per cell comes to roughly 5.7. In the final routed layout, each cell accounts on average for approximately 21 um. For this block, the via count after detailed routing is around 55,000. The post-detailed-routing wire length is a little over 200,000 um. For this block, the initial DRC count from the detailed router was around 4,400.

Timing
The final-report hold violation count is 0. The minimum clock period is ~63 ns. The critical path in the final layout is reported with a setup slack of -52.98 ns.

The final timing report lists clock skew as 0.00596 ns. The maximum achievable frequency is 15.9 MHz. The final timing summary puts the cycle share of the worst path at 635%.

Looking at the max-slew report, the worst-margin pin has a slew of between 0.7 and 0.8 ns. The final setup violation count is roughly 52. The slew check shows that the tightest pin keeps a relative margin of between 40% and 50%. Setup repair after global routing could not meet its margin everywhere. The worst hold slack is 0.532 ns.

The total count of max-transition violations in the final report is 0.

Synth
The combined area of all synthesized cells is 38,700 sq um. The share of async-settable or async-resettable flops after synthesis is approximately 100%. The post-synthesis cell count from yosys is 5,649. The synthesis area per yosys is around 39,000 sq um. The synthesized area per cell is just under 7 sq um. Yosys reports that the most numerous cell types are nor2_1, nand2_1, ha_1. The cell count after synthesis is 5,649. The sequential-to-total area share from yosys stat is about 3.4%. The warning count from the yosys run is 1.

By area the synthesized netlist is led by ha_1, xnor2_1, nor2_1, a21oi_1, nand2_1. The area share of the largest cell type after synthesis is 17.4%. The most common cell in the synthesized netlist is nor2_1. Per the synthesis report, the dominant area consumer among library cells is ha_1.

The flip-flop and latch count after synthesis is approximately 53. The number of different library cells used by synthesis comes to approximately 120. The most used flip-flop cell after synthesis is dfrtp_1. Counting flops with a built-in enable in the synthesized netlist gives 0.

Floorplan
The x dimension of the die is 313 um. The floorplan die area is around 98,000 sq um. Once the floorplan was initialized, standard cells occupied approximately two fifths of the core. The report lists the number of standard-cell rows as ~110. The count of boundary I/O pins is 50. The core region area is 95,400 sq um. From bottom edge to top edge, the die measures ~310 um.

Placement
The number of placed cells counting well taps is just over 9,000. The last weighted congestion value of the routability-driven placer is around 1.1. Setup slack on the worst path after placement came out at -57.24 ns. For this run the detailed placement stage logged an HPWL of 161,000 um. The count of buffers added on input and output ports is between 40 and 50.

Worst setup path
In this design, the critical path's most frequently occurring cell is buf_4. The critical path buffer and inverter count is ~58. Looking at the setup timing report, the critical path kind is input port to flop. The sort of element at the end of the critical path is a flop. Per the timing report, the biggest fanout along the worst path comes to 8. The critical path data required time is 10.08 ns.

The slowest stage of the critical path belongs to the cell or4_4. The nature of the critical path startpoint is an input port. The data arrival at the endpoint of the critical path is roughly 63 ns. The maximum cell stage delay along the critical path is between 0.5 and 0.6 ns.

Grouping stages by cell kind, the critical path spends the most delay in AND-OR/OR-AND gates.

Final layout
The final non-filler cell total is ~9,700. The share of layout cells above drive strength 1 is between 40% and 50%. The area growth from synthesis to final layout is 77.0%.

Pwr
The largest voltage drop on the vdd net is around 0.056 mV. In this run the static leakage power is around 33 nW. In this run the power density over the cells is ~29 nW/um^2.

Worst hold path
The class of the worst hold path is flop to flop.

Flow run
The stage logs contain a warning count of 37. The number of max-cap violations is 0.
-- per-layer routing --
metal	global-route usage [%]	share of wire, %	vias up
met5	0	0.0064	-
met1	55.7	43	25800
li1	-	-	26500
met3	6.49	8.3	538
met4	15.2	4.9	2
met2	64.0	44	2280
-- where the power goes --
group / internal, mW / leakage [nW] / switching [mW]
combinational: 0.775 / 32.3 / 0.775
clock: 0.0955 / 0.0704 / 0.0907
sequential: 0.217 / 0.642 / 0.000124
total: 1.09 / 33.0 / 0.866
-- placed cells by master, fill, tap and decap left out, types with 29 or more instances in the layout --
cell / synthesis / routed
nand2b_1: 81 / 78
inv_1: 239 / 218
nor2b_1: 59 / 53
mux2i_1: 43 / 34
or3_1: 61 / 51
ha_1: 538 / 384
a31oi_1: 85 / 68
or2_2: 36 / 31
o21ai_2: 1 / 52
ha_4: 0 / 132
o211ai_1: 63 / 63
buf_4: 8 / 2739
nand4_1: 72 / 72
nor2_4: 2 / 36
nor2_1: 623 / 547
and2_1: 63 / 49
a21oi_1: 457 / 326
mux2_4: 0 / 42
mux2_2: 102 / 60
nand2_1: 563 / 522
o21ai_1: 13 / 87
o31ai_1: 56 / 29
a21oi_2: 1 / 118
a211oi_1: 58 / 34
nor3_1: 171 / 129
buf_6: 1 / 92
o21bai_1: 64 / 53
nand2_2: 5 / 35
dfrtp_1: 50 / 50
xnor2_1: 339 / 322
and3_1: 65 / 55
o21ai_0: 331 / 198
clkdlybuf4s50_1: 0 / 33
nor2_2: 4 / 46
o21a_1: 140 / 136
nor3_2: 6 / 33
nand3_1: 165 / 137
xor2_1: 154 / 150
a21o_1: 201 / 200
-- final timing paths --
kind	slack [ns]	startpoint	cells past startpoint	to
worst max-delay path	-52.98	baudrate[28]	338	baud_counter[25]
worst min-delay path	0.53	parity_bit	1	parity_bit
worst max register to register	5.43	baud_counter[0]	19	baud_counter[25]
worst min register to register	0.53	parity_bit	1	parity_bit
max in group asynchronous	7.23	rst	3	baud_counter[10]
min in group asynchronous	2.19	rst	3	rx_data[3]
-- through the flow --
stage / setup TNS, ns / area, sq um / utilization (%) / power (mW)
CTS: -2668.25 / 66600 / 69.8 / 1.87
global placement: -2919.84 / 60200 / 63.1 / 1.56
global route: -2861.49 / 68500 / 71.8 / 2.07
floorplan: -2723.01 / 41100 / - / 0.914
finish: -2725.75 / 68500 / 71.8 / 1.95
detailed placement: -2941.58 / 60200 / 63.1 / 1.56
-- worst reg2reg max path, cell delays in order, from the launching register on --
cell and delay [ns]:
dfrtp_1 0.61, nor2_1 0.18, and2_1 0.22, nor2b_1 0.16, or4_4 0.55, a2111oi_4 0.19
nand4_1 0.15, nor4_2 0.24, nand4_1 0.13, or4_4 0.44, nor4_2 0.13, nand4_1 0.16
nor4_2 0.17, nand4_1 0.17, mux2i_2 0.27, o21ai_4 0.13, nor2_4 0.15, buf_6 0.13
buf_6 0.13, a21oi_2 0.04
-- cell families after synthesis --
kind of cell,Yosys count,share of synthesized area [%]
AOI/OAI and AO/OA,1861,32.4
DFF,53,3.44
other,1,0.00970
adders and majority gates,539,17.5
buffers and inverters,426,4.30
and+or+nand+nor,2119,26.5
muxes,146,4.11
xor gates and xnor gates,504,11.8
-- flip-flops by register name, indices dropped and copies added (netlist names) --
name and cells:
bit_counter 4, rx_prev 1, baud_counter 32, ready 1, state 5, parity_calc 1, parity_bit 1, rx_data 8
-- timing repair --
item / CTS / global route
endpoints found under the hold margin: 0 / 0
setup buffers: 350 / 90
setup endpoints to repair: 52 / 52
pin swaps: 425 / 257
cloned: 11 / 0
resized: 783 / 263
-- cell type report --
type / instances / area (sq um)
Clock buffer: 5 / 125
Antenna cell: 2 / 5.00
Fill cell: 7135 / 27000
Tap cell: 1265 / 1580
Multi-Input combinational cell: 5172 / 41700
Inverter: 243 / 922
Timing Repair Buffer: 2915 / 22800
Sequential cell: 53 / 1330
Clock inverter: 3 / 25.0
Power and IR drop assume default switching activity.
